===== flow/run.sh =====
#!/bin/bash
# OpenROAD 26Q1-2900-gdf79404cd8, Yosys 0.63+post, stock flow scripts
make -C /OpenROAD-flow-scripts/flow DESIGN_CONFIG=/design/flow/config.mk WORK_HOME=/design/flow/orfs finish

===== flow/config.mk =====
export PLATFORM = sky130hd
export DESIGN_NAME = ImmGen
export DESIGN_NICKNAME = ImmGen
export VERILOG_FILES = /design/flow/design.v
export SDC_FILE = /design/flow/constraint.sdc
export NUM_CORES = 4
export LEC_CHECK = 1
export CORE_AREA = 10 10 70 70
export DIE_AREA = 0 0 80 80

===== flow/constraint.sdc =====
current_design ImmGen

set clk_period 3.9
set clk_io_pct 0.2

create_clock -name clk0 -period $clk_period

set non_clock_inputs [all_inputs -no_clocks]
set_input_delay [expr $clk_period * $clk_io_pct] -clock clk0 $non_clock_inputs
set_output_delay [expr $clk_period * $clk_io_pct] -clock clk0 [all_outputs]

===== flow/design.v =====
module ImmGen(clk, rst_n, inst, imm);
    input         clk, rst_n;
    input  [31:0] inst;
    output [63:0] imm;
    reg [63:0] imm_w;
    assign imm = imm_w;
    always @(*) begin
        case(inst[6:0])
            7'b1100111:  
                begin
                    imm_w = { {52{inst[31]}}, inst[31:20] };
                end
            7'b0100011:  
                begin
                    imm_w = { {52{inst[31]}}, inst[31:25], inst[11:7] };
                end
            7'b1100011:  
                begin
                    imm_w = { {53{inst[31]}}, inst[7], inst[30:25], inst[11:8] };
                end
            7'b0010111:  
                begin
                    imm_w = { {32{inst[31]}}, inst[31:12], 12'b0 };
                end
            7'b1101111:  
                begin
                    imm_w = { {32{inst[31]}}, inst[19:12], inst[20], inst[30:21], 1'b0 };
                end
            default:
                begin
                    imm_w = 0;
                end
        endcase
    end
endmodule

==> metrics.yaml <==
placed_design:
  dp_hpwl_mm: 3.09
  dpl.cell_count: 215
  portBuffers: 96
  globalplace.congestion: 0.841
  dpl_cell_area_um2: 1600
critical_path:
  crit_path_max_incr_delay_ns: 0.56
  cp-start-kind: "input pin"
  critPathRequiredTime_ns: 3.12
  crit_fanout: 21
  cp_common_cell: "clkdlybuf4s50_1"
  slowest_stage: "clkdlybuf4s50_1"
  cp_cell_sequence: "clkdlybuf4s50_1 > or2_2 > o2bb2a_4 > a21oi_1 > buf_4 > clkdlybuf4s50_1"
  crit_type: "in -> out"
  arrival_ns: 2.86
  cp-end-kind: "primary output"
yosys:
  ys_warn_count: 1
  synth_area_um2: 812
  synth.top_cell.area_share: 0.287
  top_cells_by_area: "buf_4, a21o_1, nand3_1, o21ai_0, a22o_1"
  largest_area_cell: "buf_4"
  ys_chip_area_um2: 812
  synth_stat.cells: 105
  synth_area_per_cell_um2: 7.73
  yosysUniqueCellTypes: 31
  netlist_instances: 105
  ys_seq_frac: 0
sta:
  min_period_ns: 3.64
  timing_max_transition_violations_final: 0
  worst_pin_slew_ns: 0.535
  relSlewSlack: 0.641
  hold_viol: 0
  fmax_mhz: 275
  finalCritPeriodShare: 0.933
  setup_tns_ns: 0
  rsz0062_at_grt: "no"
  setup_viol: 0
detailed_routing:
  routed_wl_mm: 3.64
  antenna_left: 0
  vias_per_cell: 4.56
  num_antenna_cells: 0
  dr.pass1.iters: 4
  vias: 981
  drtIter0Drc: 22
  drc: 0
  wire_per_inst_um: 16.9
final_layout:
  n_fill_cell: 329
  utilization: 0.471
  comb_area_um2: 548
  stdcell_count: 215
  lay_top_count: "clkdlybuf4s50_1"
  seqCellArea_um2: 0
  area_delta_synth_final_pct: 98.0
  nClkBuffers: 0
  lay_top_cells: "clkdlybuf4s50_1, nand3_1, o21ai_0"
  seq_cell_count: 0
  drive_gt1_frac: 0.0888
  final_area_um2: 1610
floorplanning:
  fp.dieW_um: 80
  dieHeight_um: 80
  coreArea_um2: 3420
  initCoreUtil: 0.238
  dieArea_um2: 6400
  io_pins: 98
  num_rows: 21
pwr:
  p_total_mw: 0.0826
  p_leak_nw: 0.637
  power.density_nw_per_um2: 51.4
  peakVddDrop_uv: 25.6
grt:
  grt_max_degree: 22
  grt_pass1_vias: 1052
  gr-total-overflow: 0
  antenna_found_initial: 0
  grt_usage: 0.100
  grt_pass1_wl_mm: 5.35
clocking:
  ctsHoldBuffers: 0
status:
  status: "completed"
worst_hold_path:
  hp-class: "in -> out"
run:
  log.warning_count: 34
  maxCapViolations: 0
cells in the mapped netlist (2+ instances only):
library cell  count
nand3_1          11
a221o_1           4
and3_1            5
buf_2             3
buf_4            31
a21o_1            8
nor2_1            2
a22o_1            6
o21ai_0          11
inv_1             3
kinds of logic after synthesis:
group,share of synthesized area
buffers and inverters,0.330
muxes,0.0139
and+or+nand+nor,0.277
AOI/OAI and AO/OA,0.379
per-stage QoR:
step	setup WS, ns	hold slack [ns]
final	0.260	2.51
after global routing	0.109	2.55
after CTS	0.147	2.52
after detailed placement	0.143	2.51
after global placement	0.212	2.51
after floorplan	0.692	1.58
worst max-delay path, delay by kind of cell:
kind / cells / cell delay (ns)
AND/OR/NAND/NOR: 1 / 0.37
buffers and inverters: 3 / 1.30
AND-OR/OR-AND: 2 / 0.40
timing repair:
| item | 4_1_cts | 5_1_grt |
|---|---|---|
| endpoints found under the hold margin | 0 | 0 |
| setup endpoints to repair | 0 | 12 |
| setup buffers | 0 | 0 |
| resized | 0 | 1 |
per-layer routing:
metal | wire (µm) | GRT usage | up-vias
li1 | - | - | 493
met1 | 1470 | 0.111 | 437
met2 | 1660 | 0.178 | 51
met3 | 506 | 0.0489 | 0
met4 | 0 | 0 | 0
met5 | 0 | 0 | -
report_power, final:
part | leakage, nW | total [mW] | internal [mW] | switching [mW]
registers | 0 | 0 | 0 | 0
clock network | 0 | 0 | 0 | 0
logic | 0.637 | 0.0826 | 0.0525 | 0.0301
final cells by class:
class              instances  share of cell area
well taps                 46              0.0358
multi-input cells         66               0.341
repair buffers           100               0.616
inverters                  3             0.00700
final timing paths:
kind	from	to	slack [ns]	cells past startpoint
worst max-delay path	inst[3]	imm[42]	0.26	6
worst min-delay path	inst[13]	imm[13]	2.51	3
No activity file was given, so power comes from the tool's default toggle rates.
