==> design.v <==
module ALU(
    clk, 
    rst_n, 
    ALUSrc,
    read_data_1,
    imm_gen_output,
    read_data_2,
    ALU_control,
    zero, 
    ALU_result
);
    input         clk, rst_n, ALUSrc;
    input  [63:0] imm_gen_output, read_data_2, read_data_1;
    input   [3:0] ALU_control;
    output zero;
    output [63:0] ALU_result;
    wire [63:0] mux_output;
    reg [63:0] ALU_result_w;
    assign ALU_result = ALU_result_w;
    parameter AND = 4'b0000;
    parameter OR  = 4'b0001;
    parameter ADD = 4'b0010;
    parameter SUB = 4'b0110;
    assign mux_output = (ALUSrc)?imm_gen_output:read_data_2;
    assign zero = (read_data_2-read_data_1==0);
    always @(*) begin
        case(ALU_control)
            AND:     ALU_result_w = read_data_1 & mux_output;
            OR:      ALU_result_w = read_data_1 | mux_output;
            ADD:     ALU_result_w = read_data_1 + mux_output;
            SUB:     ALU_result_w = read_data_1 - mux_output;
            default: ALU_result_w = 0;
        endcase
    end
endmodule
==> run.sh <==
#!/bin/bash
# OpenROAD 26Q1-2900-gdf79404cd8, Yosys 0.63+post, stock flow scripts
make -C /OpenROAD-flow-scripts/flow DESIGN_CONFIG=/design/flow/config.mk WORK_HOME=/design/flow/orfs finish
==> config.mk <==
export PLATFORM = sky130hd
export DESIGN_NAME = ALU
export DESIGN_NICKNAME = ALU
export VERILOG_FILES = /design/flow/design.v
export SDC_FILE = /design/flow/constraint.sdc
export NUM_CORES = 4
export LEC_CHECK = 1
export CORE_UTILIZATION = 40
==> constraint.sdc <==
current_design ALU

set clk_period 35.3
set clk_io_pct 0.2

create_clock -name clk0 -period $clk_period

set non_clock_inputs [all_inputs -no_clocks]
set_input_delay [expr $clk_period * $clk_io_pct] -clock clk0 $non_clock_inputs
set_output_delay [expr $clk_period * $clk_io_pct] -clock clk0 [all_outputs]
==> reports/metrics.csv <==
metric;value;unit
fp-row-count;63;
flops;0;
cts-resized-gates;0;
ys_sh_aoi;33.7;%
whs_path_depth;5;
cellPowerDensity;20.1;nW/um2
setup_viol_count_final;0;
grt_overflow;0;
fin_area;14900;um2
startpoint;ALUSrc;
die_area;31300;um2
max_freq;46.2;MHz
grt_max_degree;54;
remaining_drc_errors;0;
num-fill-cells;2970;
syn_area;12200;um2
ctsHoldBuffers;0;
logic_family;AND-OR/OR-AND gates;
ys_sh_mux;6.44;%
post-route-period-util;61.3;%
synth.cellmix.simpleShare;23.0;%
topCellsByArea;ha_1, a21oi_1, xnor2_1, o21ai_0, nand2_1;
drtIter0Drc;1048;
adder_share;17.5;%
final.setup.tns;0;ns
dr.pass1.iters;5;
antenna_cells;0;
die_h;177;um
vias;14500;
routedWlPerCell;23.8;um
core-area;29900;um2
ir_worst_vdd;0.00000705;V
ys_types;112;
rsz0062_at_grt;false;
synth_cells;1804;
syn2layout_area_growth;21.6;%
crit_type;input port to output pin;
ys_chip_area;12200;um2
grt_first_pass_wirelength;84200;um
avgViaCountPerCell;6.15;
ys_top_cells_by_count;nand2_1, a21oi_1, o21ai_0, ha_1, nor2_1;
cp-start-kind;input port;
core_util_floorplan;40.9;%
regArea;0;um2
ys_cells;1804;
globalRouteTotalUtil;35.9;%
hp-class;input port to output pin;
yosysWarnings;1;
ios;264;
synth_top_cell_by_area;ha_1;
xor_area_share;11.1;%
worst_slack;13.68;ns
yosysSeqAreaShare;0;%
most_common_cell;nand2_1;
slew_violations;0;
hold_viol;0;
total_power;299;uW
antenna_found_initial;0;
cp.required;28.24;ns
post_cts_buffers;0;
cap_violations;0;
top_area_share;13.2;%
status;completed;
grt_pass1_vias;13900;
ant_nets;0;
crit_arrival;14.56;ns
die_x;177;um
end_kind;output pin;
path_max_fanout;53;
leakage;0.00590;uW
dp_hpwl;47800;um
worst_slew_pin_slew;0.867;ns
warning_count;36;
whs_endpoint;ALU_result[2];
drive_above_1_share;5.77;%
placed_area;14900;um2
hold_slack;15.21;ns
avgSynthCellArea;6.78;um2
io_buffers;262;
gp_congestion;1.00;
num-clock-buffers;0;
drt-total-wl;56300;um
period_minus_slack;21.62;ns
dp_slack;13.86;ns
worstHoldStart;ALUSrc;
relSlewSlack;42.2;%
stage by stage:
step / std cells / utilization [%]
global route: 2366 / 49.8
floorplan: 1804 / -
finish: 2366 / 49.8
detailed placement: 2366 / 49.8
CTS: 2366 / 49.8
global placement: 2366 / 49.8
cell type report:
type	instances	area (um2)	share of cell area (%)
multi-input cells	1586	11200	75.5
repair buffers	275	2720	18.3
well taps	390	488	3.28
inverters	115	432	2.90
critical path, cell delays in order:
cell             delay [ns]
buf_4                  0.18
buf_4                  0.63
nor3b_2                0.37
o221ai_2               0.20
nor2_1                 0.23
o21a_1                 0.19
and2_1                 0.22
and2b_1                0.25
nand2b_1               0.21
nor3_1                 0.39
nand3_1                0.23
nor2_1                 0.27
a21oi_1                0.12
xor2_1                 0.17
ha_1                   0.45
nand4_1                0.19
or3_1                  0.46
or4_1                  0.44
a31oi_1                0.34
nor3_1                 0.20
o2111ai_1              0.25
o211ai_1               0.20
o21ai_0                0.26
a21oi_1                0.12
xnor2_1                0.14
nand2_1                0.08
o21ai_1                0.15
clkdlybuf4s50_1        0.50
how the worst max path moves through the flow:
stage                             to  slack, ns  cells past startpoint
after CTS             ALU_result[59]      13.82                     28
after global routing  ALU_result[63]      13.31                     28
final                 ALU_result[59]      13.68                     28
power breakdown:
group | switching (uW) | internal, uW
logic | 172 | 127
clock network | 0 | 0
registers | 0 | 0
routing by layer:
metal  wire, um  share of wire (%)  track usage [%]
met1      23500                 42             45.7
met2      26700                 47             62.3
met3       3300                5.9             2.80
met4       2810                5.0             14.7
met5          0                  0                0
cell usage in the layout, fill, tap and decap left out, types with 20 or more instances in the layout:
cell type	count
nor3_1	43
inv_1	114
maj3_1	51
a31oi_1	20
nand2_1	178
xor2_1	61
o21ai_0	139
a22o_1	29
mux2i_1	48
nand3_1	40
o21ai_1	27
a21o_1	47
nand4_1	42
clkdlybuf4s50_1	261
o211ai_1	21
o21bai_1	20
ha_1	129
a21oi_1	167
xnor2_1	91
mux2_2	26
o21a_1	22
nor2_1	115
o31ai_1	27
logic make-up (layout without fill, tap and decap cells):
family	Yosys count	count (layout)
AND-OR/OR-AND	624	624
XOR/XNOR	153	153
adder cells (fa/ha/maj)	181	181
buffers and inverters	218	390
multiplexers	75	75
AND/OR/NAND/NOR	553	553
Power figures rest on the tool's default switching activity, not on a simulated workload.
